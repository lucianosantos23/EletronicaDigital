--- /design/flow/config.mk ---
export PLATFORM = sky130hd
export DESIGN_NAME = ula_deco
export DESIGN_NICKNAME = ula_deco
export VERILOG_FILES = /design/flow/design.v
export SDC_FILE = /design/flow/constraint.sdc
export NUM_CORES = 4
export LEC_CHECK = 1
export CORE_AREA = 10 10 79 79
export DIE_AREA = 0 0 89 89
--- /design/flow/constraint.sdc ---
current_design ula_deco

set clk_period 3.7
set clk_io_pct 0.2

create_clock -name clk0 -period $clk_period

set non_clock_inputs [all_inputs -no_clocks]
set_input_delay [expr $clk_period * $clk_io_pct] -clock clk0 $non_clock_inputs
set_output_delay [expr $clk_period * $clk_io_pct] -clock clk0 [all_outputs]
--- /design/flow/design.v ---
module ULA_3bits(
	input [2:0] A,
	input [2:0] B,
	input [2:0] S,
	output reg [3:0] F
);
	always @(*) begin
		case (S)
			3'b000: F = {1'b0, A & B};  
			3'b001: F = {1'b0, A | B};  
			3'b010: F =  A + B;
			3'b011: F = {1'b0, ~A};  
			3'b100: F = A & {1'b0, ~B};  
			3'b101: F = A | {1'b0, ~B};  
			3'b110: F = A-B;
			3'b111: F = A < B;
		endcase
	end
endmodule
module sete_segmentos(
	input [3:0] in,
	output reg [6:0] out
);
	always @ (*) begin
		case (in)
			4'b0000 : out = 7'b1000000; 
			4'b0001 : out = 7'b1111001; 
			4'b0010 : out = 7'b0100100; 
			4'b0011 : out = 7'b0110000; 
			4'b0100 : out = 7'b0011001; 
			4'b0101 : out = 7'b0010010; 
			4'b0110 : out = 7'b0000010; 
			4'b0111 : out = 7'b1111000; 
			4'b1000 : out = 7'b0000000; 
			4'b1001 : out = 7'b0010000; 
			4'b1010 : out = 7'b0001000; 
			4'b1011 : out = 7'b0000011; 
			4'b1100 : out = 7'b1000110; 
			4'b1101 : out = 7'b0100001; 
			4'b1110 : out = 7'b0000110; 
			4'b1111 : out = 7'b0001110; 
		endcase
	end
endmodule
module ula_deco(
	input [2:0] A,
	input [2:0] B,
	input [2:0] S,
	output wire [6:0] F
);
wire [3:0] SU;
ULA_3bits i1 (.A(A), .B(B), .S(S), .F(SU));
sete_segmentos i2 (.in(SU), .out(F));
endmodule
--- /design/flow/run.sh ---
#!/bin/bash
# OpenROAD 26Q1-2900-gdf79404cd8, Yosys 0.63+post, stock flow scripts
make -C /OpenROAD-flow-scripts/flow DESIGN_CONFIG=/design/flow/config.mk WORK_HOME=/design/flow/orfs finish
==> results_dict.tcl <==
# place-and-route summary
set metrics [dict create \
    pwr-share-clk_pct 0 \
    mostFrequentLayoutCells "35 x buf_4, 8 x inv_2" \
    via_count 797 \
    via_per_inst 4.05 \
    fin_area_um2 1380 \
    period_minus_slack_ps 3640 \
    grt_pass1_wl_mm 3.42 \
    slowest_delay_ps 550 \
    dp.final_hpwl_mm 1.61 \
    overflow 0 \
    finalCritPeriodShare_pct 98.3 \
    finalSetupViolCount 0 \
    drive_gt1_share_pct 62.9 \
    setup_tns_ps 0 \
    cp.required_ps 2960 \
    p_int_uw 142 \
    port_buffers 16 \
    rows 25 \
    regArea_um2 0 \
    endpoint "F[0]" \
    yosysUniqueCellTypes 35 \
    fmax_mhz 275 \
    grt_use_total_pct 5.12 \
    slew_headroom_pct 79.3 \
    leakage_uw 0.000645 \
    switchingPower_uw 102 \
    chipArea_um2 7920 \
    layout_top_cell "buf_4" \
    maxCapViolCount 0 \
    rsz0062_at_grt "true" \
    drt-pass1-iter-count 5 \
    powerDensity_nw_per_um2 178 \
    die_h_um 89 \
    finalMaxSlewViolations 0 \
    gp_congestion 0.844 \
    areaGrowthSynthToFinish_pct 91.0 \
    stdcell_count 197 \
    vdd_ir_drop_max_v 0.0000350 \
    fin_total_pwr_uw 244 \
    cp.buffers_inverters 8 \
    synth-area-yosys_um2 721 \
    ys_sh_mux_pct 11.1 \
    ys_seq_share_pct 0 \
    coreArea_um2 4660 \
    wirelength_mm 1.97 \
    aoi_share_pct 26.2 \
    endpoint_kind "output port" \
    antenna_found_initial 0 \
    drtAntennaViolNets 0 \
    flop-count 0 \
    avgSynthCellArea_um2 8.01 \
    fp_util_pct 15.5 \
    clockBufferCount 0 \
    slowest_stage "fa_2" \
    cp_top_family "adder cells" \
    xor_area_share_pct 6.08 \
    drt-wirelength-per-cell_um 10.0 \
    synth_warnings 2 \
    hold_violations 0 \
    adder_share_pct 30.7 \
    top_logic_kind "adder cells" \
    cp.depth 15 \
    run_status "completed" \
    swShare_pct 41.8 \
    simple_gate_share_pct 13.5 \
    warning_count 41 \
    die_x_um 89 \
    pwr-share-comb_pct 100.0 \
    grt_max_degree 14 \
    postPlaceCellArea_um2 1130 \
    startpoint "B[0]" \
    grt_pass1_vias 837 \
    worstPathMaxFanout 3 \
    drt_iter0_drc 24 \
    dp.cells 183 \
    seqPwrFrac_pct 0 \
    yosys_cells 90 \
    worstSetupStartpointType "input port" \
    antenna_cells_inserted 0 \
    ios 16 \
    worst_slew_pin_slew_ps 307 \
    synthCells 90 \
    critPathArrivalTime_ps 2900 \
    path_cells "clkbuf_4, ha_4, inv_2, fa_2, inv_2, fa_2, buf_4, a2bb2oi_2, o211ai_4, buf_6, buf_6, buf_4, nand3_2, o211ai_2, buf_2" \
    hp-class "input port to output port" \
    syn-cell-area_um2 721 \
    drc 0 \
    path_class "input port to output port" \
]
[repair_timing]
item                       CTS  global route
setup endpoints to repair    7             7
resized                     57            30
pin swaps                   12            13
hold buffers                 0             0
buffers inserted            13             1
[cells by family (layout without fill, tap and decap cells)]
family	count (synthesis)	in the layout
buffers and inverters	20	73
XOR/XNOR	5	5
adder cells (fa/ha/maj)	16	16
AND-OR/OR-AND	25	25
AND/OR/NAND/NOR	16	16
multiplexers	8	8
[worst min path at each step]
stage,cells after the start,end,start,slack [ps]
final,8,F[0],A[2],2350
after global routing,8,F[0],A[2],2440
after CTS,6,F[0],S[1],2500
[layout make-up]
cell class	count	area, um2
fillers	461	3280
well taps	54	67.6
repair buffers	57	463
multi-input cells	70	778
inverters	16	67.6
[Yosys cell counts]
| cell | number | area, um2 |
|---|---|---|
| a21o_1 | 1 | 7.51 |
| or2_2 | 2 | 12.5 |
| buf_4 | 1 | 7.51 |
| a211o_1 | 2 | 17.5 |
| maj3_2 | 1 | 11.3 |
| inv_1 | 16 | 60.1 |
| o21ai_0 | 6 | 30.0 |
| a2bb2oi_1 | 1 | 8.76 |
| nand3_1 | 1 | 5.00 |
| nor4bb_1 | 1 | 10.0 |
| a31oi_1 | 2 | 12.5 |
| o22ai_1 | 3 | 18.8 |
| nand4bb_1 | 1 | 11.3 |
| a21oi_1 | 1 | 5.00 |
| o32ai_1 | 1 | 8.76 |
| o211ai_2 | 1 | 12.5 |
| buf_2 | 2 | 10.0 |
| a211oi_1 | 1 | 7.51 |
| o221ai_1 | 1 | 8.76 |
| nand2b_1 | 3 | 18.8 |
| o211ai_4 | 1 | 21.3 |
| xor2_1 | 2 | 17.5 |
| xnor2_1 | 3 | 26.3 |
| buf_6 | 1 | 11.3 |
| ha_1 | 12 | 150 |
| o211ai_1 | 1 | 7.51 |
| nand3b_1 | 2 | 15.0 |
| nand2_1 | 2 | 7.51 |
| o31ai_1 | 1 | 7.51 |
| nor2_1 | 2 | 7.51 |
| o21a_1 | 1 | 7.51 |
| nor3_1 | 2 | 10.0 |
| fa_1 | 3 | 60.1 |
| mux2i_1 | 8 | 80.1 |
| a21boi_0 | 1 | 7.51 |
[per-stage QoR]
step / util (%) / hold slack, ps / setup WS (ps)
after floorplan: - / 1800 / 98.3
after global placement: 24.3 / 2780 / -798
after detailed placement: 24.3 / 2790 / -818
after CTS: 28.0 / 2500 / 0.773
after global routing: 29.5 / 2440 / -39.0
final: 29.5 / 2350 / 64.2
[layer usage]
metal / up-vias / part of all wire (%) / GRT usage [%]
met5: - / 0 / 0
met4: 0 / 0 / 0.289
met3: 0 / 4.1 / 0.735
met2: 5 / 50 / 9.64
met1: 368 / 46 / 6.26
li1: 424 / - / -
[power groups by stage]
stage / clock, uW / combinational, uW / sequential [uW]
final: 0 / 244 / 0
after global routing: 0 / 270 / 0
after CTS: 0 / 225 / 0
No activity file was given, so power comes from the tool's default toggle rates.
