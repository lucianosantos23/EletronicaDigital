===== flow/config.mk =====
export PLATFORM = sky130hd
export DESIGN_NAME = deslocador_universal
export DESIGN_NICKNAME = deslocador_universal
export VERILOG_FILES = /design/flow/design.v
export SDC_FILE = /design/flow/constraint.sdc
export NUM_CORES = 4
export LEC_CHECK = 1
export CORE_AREA = 10 10 70 70
export DIE_AREA = 0 0 80 80

===== flow/constraint.sdc =====
current_design deslocador_universal

set clk_period 1.2
set clk_io_pct 0.2

create_clock -name clk0 -period $clk_period [get_ports {clk}]

set non_clock_inputs [all_inputs -no_clocks]
set_input_delay [expr $clk_period * $clk_io_pct] -clock clk0 $non_clock_inputs
set_output_delay [expr $clk_period * $clk_io_pct] -clock clk0 [all_outputs]

===== flow/design.v =====
module deslocador_universal
 #(
    parameter size = 8
)(
    input wire clk,
    input wire load,
    input wire dir,
    input wire [size-1:0] E,
    input wire Er,
    input wire El,
    output reg [size-1:0] Y
);
    always @(posedge clk) begin
        if (load) begin
            Y <= E;
        end else begin
            if (dir) begin
					 Y <= {El, Y[size-1:1]};
            end else begin
                Y <= {Y[size-2:0], Er};
            end
        end
    end
endmodule

===== flow/run.sh =====
#!/bin/bash
# OpenROAD 26Q1-2900-gdf79404cd8, Yosys 0.63+post, stock flow scripts
make -C /OpenROAD-flow-scripts/flow DESIGN_CONFIG=/design/flow/config.mk WORK_HOME=/design/flow/orfs finish

==> changes_impl.md <==
### Physical design

- Outcome: finished clean
- Cell Chain, Critical Path: dlygate4sd2_1
- Setup TNS: 0 ns
- Max reg flops: 8
- Crit-path max FO: 3
- CP peak stage delay: 0.32 ns
- Reg2Reg Depth: 3
- #FFs+latches synth: 8
- NetSw: 0.143 mW
- Synth Area per Inst: 9.79 sq um
- HP Class: flop to flop
- CTS tree: yes
- ANT cells: 0
- Sink Count: 8
- Largest net degree at the start of global routing: 17
- Routed WL: 1030 um
- Clock period minus worst slack: 1.05 ns
- Biggest register: Y
- Tightest Pin Transition: 0.147 ns
- Vias post-DR: 319
- Worst vdd ir: 0.000580 V
- Cells after synthesis: 34
- Pwr dens: 1020 mW/mm^2
- Leakage: 0.289 nW
- Final hold violation count: 0
- Layout cells sized above 1: 26.2%
- FMAX: 948 MHz
- RSZ-0062 raised after global routing: false
- Critical path's slowest cell: dfxtp_2
- H-tree depth: 1
- Die area: 0.00640 sq mm
- WL per Instance: 9.63 um
- Initial antenna violation count: 0
- Seq pwr share: 47.2%
- Clk buf depth: 2
- CP Launch Point: Y[2]
- Gr ovfl total: 0
- CTS Hold Bufs: 0
- Die y size: 80 um
- I/O pins: 21
- Worst Hold Path Cells: 2
- Comb power frac: 24.7%
- WS Path Type: flop to output pin
- First-pass GRT wire length: 1680 um
- Sw frac: 21.3%
- Fp util: 9.74%
- Hold worst-path end: Y[6]
- Design internal power: 0.529 mW
- R2R setup slack: 0.43 ns
- Clk pwr share: 28.0%
- Starting DRT DRC Count: 1
- WHS: 0.526 ns
- CTS Buf Count: 3
- Fillers: 384
- Yosys stat area: 333 sq um
- Max-cap violations: 0
- Met2 Usage GRT: 3.05%
- Routability Congestion: 0.726
- Reg2reg end: Y[0]
- First-pass DRT Iterations: 4
- Worst setup EP type: output pin
- Logic area: 150 sq um
- I/O Buffers: 20
- Clock Latency Late Sink: 0.24 ns
- Cell Area, Synth: 333 sq um
- Antenna-violating nets left: 0
- Synth unique cells: 5
- RR Startpoint: Y[1]
- Layout area overhead: 98.1%
- GR Layer Usage met1: 4.74%
- Largest regs: Y (8)
- Core Area: 0.00342 sq mm
- Slew margin rel.: 89.9%
- Register area: 169 sq um
- Endpoints failing setup: 0
- Clock Tree Root: clkbuf_4
- Worst EP required: 0.96 ns
- Max Slew Vio Count: 0
- Clk_skew: 0.00166 ns
- DIE WIDTH: 80 um
- Ys cells: 34
- Hold Startpoint: Y[7]
- Num rows: 21
- GR met3 Demand/Resource: 3.86%
- Largest delay share family, worst path: flip-flops
- Total Power: 0.672 mW
- Tool Warnings: 25
- Reg clk slew, reported paths: 0.05 ns
- Final Cycle Share: 87.9%
- Vias in the first global route: 348
- Worst Path Arrival: 0.81 ns
- CP bufs+invs: 1
- # DRC: 0
- Via density: 2.98
- Synth Seq Share: 48.1%
- GR peak layer: met1
- Critical path startpoint category: flop
- GRT Total Usage: 3.36%
- Synth warn: 1
## routing by layer
layer  share of wire [%]  vias to the layer above
li1                    -                      171
met2                  25                       23
met1                  51                      123
met3                  23                        2
met5                   0                        -
met4                0.78                        0
## synth_stat cells
| cell | number | area, sq um |
|---|---|---|
| buf_6 | 2 | 22.5 |
| nand2_1 | 8 | 30.0 |
| mux2i_1 | 8 | 80.1 |
| dfxtp_1 | 8 | 160 |
| o21ai_1 | 8 | 40.0 |
## power groups by stage
stage	sequential (mW)	combinational, mW	clock, mW
CTS	0.317	0.169	0.199
finish	0.317	0.166	0.188
global route	0.320	0.185	0.221
## stage by stage
stage / util [%] / area, sq um / cells / setup slack [ns]
2_1_floorplan: - / 333 / 34 / 0.490
3_3_place_gp: 17.8 / 608 / 100 / -0.0726
3_5_place_dp: 17.8 / 608 / 100 / -0.0812
4_1_cts: 19.3 / 659 / 107 / 0.132
5_1_grt: 19.3 / 659 / 107 / 0.0922
6_report: 19.3 / 659 / 107 / 0.145
## worst max-delay path by stage
stage,endpoint,slack (ns),cells after the start
CTS,Y[2],0.13,1
global route,Y[5],0.09,4
finish,Y[2],0.15,1
## cells in the final DEF (no fill, tap or decap)
| cell | netlist | routed |
|---|---|---|
| nand2_1 | 8 | 8 |
| clkbuf_4 | 0 | 3 |
| dlygate4sd2_1 | 0 | 8 |
| dfxtp_2 | 0 | 7 |
| mux2i_1 | 8 | 8 |
| buf_4 | 0 | 4 |
| buf_12 | 0 | 2 |
| dfxtp_1 | 8 | 1 |
| clkdlybuf4s50_1 | 0 | 12 |
| o21ai_1 | 8 | 8 |
## area by class of cell
cell class / instances / share of cell area (%)
Clock buffer: 3 / 3.42
Multi-Input combinational cell: 24 / 22.8
Sequential cell: 8 / 25.6
Tap cell: 46 / 8.73
Timing Repair Buffer: 26 / 39.5
## what timing repair did
| item | CTS | global route |
|---|---|---|
| buffers inserted | 4 | 0 |
| gates resized | 15 | 0 |
| endpoints found under the setup margin | 8 | 0 |
## cells by family (layout without fill, tap and decap cells)
family          Yosys count  in the layout  synth area share, %
compound gates            8              8                 12.0
mux                       8              8                 24.1
flops                     8              8                 48.1
simple gates              8              8                 9.02
buf+inv                   2             29                 6.77
Power figures rest on the tool's default switching activity, not on a simulated workload.
