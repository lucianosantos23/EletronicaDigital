==> ./design.v <==
module teclado_para_xs3(
    input [9:0] in,
	 output reg [3:0] out
);
	always @ (*) begin
		case (in)
			10'b0000000001 : out = 4'b0011;
			10'b0000000010 : out = 4'b0100;
			10'b0000000100 : out = 4'b0101;
			10'b0000001000 : out = 4'b0110;
			10'b0000010000 : out = 4'b0111;
			10'b0000100000 : out = 4'b1000;
			10'b0001000000 : out = 4'b1001;
			10'b0010000000 : out = 4'b1010;
			10'b0100000000 : out = 4'b1011;
			10'b1000000000 : out = 4'b1100;
			default : out = 4'b0000;
		endcase
	end
endmodule
==> ./run.sh <==
#!/bin/bash
# OpenROAD 26Q1-2900-gdf79404cd8, Yosys 0.63+post, stock flow scripts
make -C /OpenROAD-flow-scripts/flow DESIGN_CONFIG=/design/flow/config.mk WORK_HOME=/design/flow/orfs finish
==> ./config.mk <==
export PLATFORM = sky130hd
export DESIGN_NAME = teclado_para_xs3
export DESIGN_NICKNAME = teclado_para_xs3
export VERILOG_FILES = /design/flow/design.v
export SDC_FILE = /design/flow/constraint.sdc
export NUM_CORES = 4
export LEC_CHECK = 1
export CORE_AREA = 10 10 70 70
export DIE_AREA = 0 0 80 80
==> ./constraint.sdc <==
current_design teclado_para_xs3

set clk_period 2.6
set clk_io_pct 0.2

create_clock -name clk0 -period $clk_period

set non_clock_inputs [all_inputs -no_clocks]
set_input_delay [expr $clk_period * $clk_io_pct] -clock clk0 $non_clock_inputs
set_output_delay [expr $clk_period * $clk_io_pct] -clock clk0 [all_outputs]
==> report_table.html <==
<p>Metrics extracted from the flow reports.</p>
<table>
<tr><th>Metric</th><th>Value</th></tr>
<tr><th colspan="2">Run status</th></tr>
<tr><td>Run status</td><td>complete, no violations</td></tr>
<tr><th colspan="2">Routing</th></tr>
<tr><td>Number of vias per cell after detailed routing</td><td>approximately 3.4</td></tr>
<tr><td>Number of antenna-violating nets in the routed design</td><td>0</td></tr>
<tr><td>First-pass detailed-route iteration total</td><td>2</td></tr>
<tr><td>Routed length per placed instance</td><td>~9 µm</td></tr>
<tr><td>Wl on met1</td><td>409 µm</td></tr>
<tr><td>Number of inserted diodes</td><td>0</td></tr>
<tr><td>Top routing layer in use</td><td>met3</td></tr>
<tr><td>Number of design rule violations left after detail routing</td><td>0</td></tr>
<tr><td>Total wire length</td><td>~920 µm</td></tr>
<tr><td>Initial detailed-routing violation count</td><td>9</td></tr>
<tr><td>Total met3 wirelength after detailed routing</td><td>between 30 and 40 µm</td></tr>
<tr><td>Number of vias after detailed routing</td><td>347</td></tr>
<tr><td>Met2 WL</td><td>473 µm</td></tr>
<tr><th colspan="2">Place</th></tr>
<tr><td>Cell area after placement</td><td>approximately 490 µm²</td></tr>
<tr><td>Count of buffers inserted at the top-level ports</td><td>14</td></tr>
<tr><td>Gpl congestion</td><td>roughly 0.78</td></tr>
<tr><th colspan="2">Power</th></tr>
<tr><td>Power density over the cells</td><td>105 nW/µm²</td></tr>
<tr><td>Highest ir drop seen on vdd</td><td>between 10 and 15 µV</td></tr>
<tr><td>Pwr Total</td><td>around 53 µW</td></tr>
<tr><td>Static Leak</td><td>approximately 0.19 nW</td></tr>
<tr><th colspan="2">Cells and area</th></tr>
<tr><td>Area of all sequential standard cells</td><td>0 µm²</td></tr>
<tr><td>Share of final-layout standard cells stronger than drive strength 1</td><td>0.368</td></tr>
<tr><td>Final std cell area, no fill</td><td>about 510 µm²</td></tr>
<tr><td>Sequential cell count</td><td>0</td></tr>
<tr><td>CLK BUF</td><td>0</td></tr>
<tr><td>Final cell utilization of the core</td><td>0.149</td></tr>
<tr><td>Area overhead of the layout relative to synthesis</td><td>123%</td></tr>
<tr><td>Filler cell count</td><td>about 400</td></tr>
<tr><td>Logic area</td><td>~250 µm²</td></tr>
<tr><th colspan="2">Floorplanning</th></tr>
<tr><td>Height of the chip</td><td>80 µm</td></tr>
<tr><td>Std-Cell Rows</td><td>21</td></tr>
<tr><td>Area of the core region</td><td>3420 µm²</td></tr>
<tr><td>Horizontal die dimension</td><td>~80 µm</td></tr>
<tr><td>Ports placed on the boundary</td><td>14</td></tr>
<tr><td>Effective utilization at floorplan</td><td>0.0667</td></tr>
<tr><td>DIE AREA</td><td>between 6000 and 7000 µm²</td></tr>
<tr><th colspan="2">Yosys</th></tr>
<tr><td>Total standard cell area after synthesis</td><td>between 200 and 250 µm²</td></tr>
<tr><td>Main logic family after synthesis</td><td>simple AND/OR/NAND/NOR gates</td></tr>
<tr><td>Synthesized-area fraction occupied by ao, oa, aoi and oai cells</td><td>0.209</td></tr>
<tr><td>Post-synthesis simple-gate area fraction</td><td>0.533</td></tr>
<tr><td>Cell count in the Yosys report</td><td>34</td></tr>
<tr><td>Mean cell area of the mapped netlist</td><td>approximately 6.7 µm²</td></tr>
<tr><td>YS chip area</td><td>228 µm²</td></tr>
<tr><td>Yosys Warn Count</td><td>1</td></tr>
<tr><td>Synth unique cells</td><td>20</td></tr>
<tr><td>Register share after synthesis</td><td>0</td></tr>
<tr><td>Multiplexer share</td><td>0</td></tr>
<tr><td>Post-Synth Adder-Cell Area</td><td>0</td></tr>
<tr><td>Xor+xnor area frac</td><td>0.192</td></tr>
<tr><td>Synth Instances</td><td>34</td></tr>
<tr><th colspan="2">Job</th></tr>
<tr><td>Number of maximum-capacitance constraint violations</td><td>0</td></tr>
<tr><td>Tool Warnings</td><td>33</td></tr>
<tr><th colspan="2">Setup path</th></tr>
<tr><td>Category of the worst setup path launch point</td><td>input pin</td></tr>
<tr><td>Endpoint type of the worst setup path</td><td>primary output</td></tr>
<tr><td>Class of the most critical setup path</td><td>in -&gt; out</td></tr>
<tr><td>Critical Path AT</td><td>2.02 ns</td></tr>
<tr><td>Crit Path Max Fanout</td><td>3</td></tr>
<tr><td>Critical path required time</td><td>2.08 ns</td></tr>
<tr><th colspan="2">Clock network</th></tr>
<tr><td>Count of hold buffers inserted by post-cts repair</td><td>0</td></tr>
<tr><th colspan="2">STA</th></tr>
<tr><td>Maximum clock frequency</td><td>about 400 MHz</td></tr>
<tr><td>Final Hold Fails</td><td>0</td></tr>
<tr><td>Relative slew slack</td><td>0.850</td></tr>
<tr><td>Final Max Slew Viols</td><td>0</td></tr>
<tr><td>Count of endpoints failing setup in the final report</td><td>0</td></tr>
<tr><td>Tmin final</td><td>about 2.5 ns</td></tr>
<tr><td>Portion of the clock cycle consumed by the worst path in the final layout</td><td>0.978</td></tr>
<tr><td>RSZ-0062 raised after global routing</td><td>yes</td></tr>
<tr><td>Transition at the pin with the smallest max-transition slack</td><td>around 0.22 ns</td></tr>
<tr><th colspan="2">GRT</th></tr>
<tr><td>Maximum number of pins on one net before global-route repair</td><td>7</td></tr>
<tr><td>Total GRT Usage</td><td>0.0286</td></tr>
<tr><td>Number of global-route vias before repair</td><td>around 350</td></tr>
<tr><td>Wire length of the first global-routing pass</td><td>~1600 µm</td></tr>
<tr><td>Number of antenna violations at the first check in global routing</td><td>0</td></tr>
<tr><td>Total overflow reported by the global router</td><td>0</td></tr>
<tr><th colspan="2">Hold path</th></tr>
<tr><td>Type of the tightest min-delay check</td><td>in -&gt; out</td></tr>
</table>
-- critical path, stage by stage --
cell                              delay, ns
sky130_fd_sc_hd__clkdlybuf4s50_1       0.58
sky130_fd_sc_hd__xnor2_1               0.11
sky130_fd_sc_hd__or4b_4                0.52
sky130_fd_sc_hd__o221ai_1              0.09
sky130_fd_sc_hd__clkdlybuf4s15_1       0.20
-- stage by stage --
stage,setup slack (ns),hold slack [ns],TNS [ns],std cells
floorplan,0.409,1.14,0,34
global placement,-0.496,2.16,-1.58,102
detailed placement,-0.507,2.18,-1.62,102
CTS,0.0218,1.61,0,103
global route,-0.0318,1.57,-0.0318,103
finish,0.0575,1.54,0,103
-- path summary, 6_finish.rpt --
path | endpoint | from | slack (ns) | cells after the start
worst max-delay path | out[0] | in[0] | 0.06 | 5
worst min-delay path | out[2] | in[2] | 1.54 | 5
-- area by class of cell --
class	instances	area share
timing repair buffer	25	0.404
tap	46	0.113
multi-input combinational	32	0.483
-- layer usage --
metal / up-vias / track usage
li1: 178 / -
met3: 0 / 0.00341
met5: - / 0
met4: 0 / 0
met2: 11 / 0.0538
met1: 158 / 0.0356
-- logic make-up (layout without fill, tap and decap cells) --
kind of cell | count (synthesis) | count (layout)
XOR/XNOR | 5 | 5
AND/OR/NAND/NOR | 20 | 20
buffers and inverters | 2 | 25
AND-OR/OR-AND | 7 | 7
-- power by group --
group	internal, mW	switching (mW)	total (mW)
Sequential	0	0	0
Clock	0	0	0
Combinational	0.0299	0.0233	0.0532
-- cell usage in the layout, fill, tap and decap left out, types with 2 or more instances in the layout --
cell,instances
sky130_fd_sc_hd__buf_4,11
sky130_fd_sc_hd__clkbuf_2,2
sky130_fd_sc_hd__clkdlybuf4s15_1,3
sky130_fd_sc_hd__clkdlybuf4s50_1,3
sky130_fd_sc_hd__dlygate4sd2_1,4
sky130_fd_sc_hd__nand2b_1,2
sky130_fd_sc_hd__nand3b_1,2
sky130_fd_sc_hd__nor2_1,3
sky130_fd_sc_hd__nor3_1,2
sky130_fd_sc_hd__o21ai_0,2
sky130_fd_sc_hd__o221ai_1,2
sky130_fd_sc_hd__or4_4,2
sky130_fd_sc_hd__xnor2_1,2
sky130_fd_sc_hd__xor2_1,3
-- cell usage after synthesis --
master | number | area (µm²)
sky130_fd_sc_hd__or4b_1 | 1 | 10.0
sky130_fd_sc_hd__nand2b_1 | 2 | 12.5
sky130_fd_sc_hd__nor3_1 | 4 | 20.0
sky130_fd_sc_hd__xnor2_1 | 2 | 17.5
sky130_fd_sc_hd__buf_6 | 1 | 11.3
sky130_fd_sc_hd__xor2_1 | 3 | 26.3
sky130_fd_sc_hd__nand2_1 | 2 | 7.51
sky130_fd_sc_hd__and2_1 | 1 | 6.26
sky130_fd_sc_hd__o22ai_1 | 1 | 6.26
sky130_fd_sc_hd__clkbuf_1 | 1 | 3.75
sky130_fd_sc_hd__or4_1 | 2 | 15.0
sky130_fd_sc_hd__nor3b_1 | 1 | 7.51
sky130_fd_sc_hd__nand3b_1 | 2 | 15.0
sky130_fd_sc_hd__nor2_1 | 3 | 11.3
sky130_fd_sc_hd__a22oi_1 | 1 | 7.51
sky130_fd_sc_hd__a31oi_1 | 1 | 6.26
sky130_fd_sc_hd__or4_4 | 1 | 11.3
sky130_fd_sc_hd__nand3_1 | 1 | 5.00
sky130_fd_sc_hd__o21ai_0 | 2 | 10.0
sky130_fd_sc_hd__o221ai_1 | 2 | 17.5
-- repair_timing --
action	in CTS	in global routing
cloned	0	0
pin swaps	4	0
resized	20	7
endpoints found under the setup margin	4	4
setup buffers	1	0
No activity file was given, so power comes from the tool's default toggle rates.
